## design/flow/config.mk

```make
export PLATFORM = sky130hd
export DESIGN_NAME = frequency_divider_100_Hz
export DESIGN_NICKNAME = frequency_divider_100_Hz
export VERILOG_FILES = /design/flow/design.v
export SDC_FILE = /design/flow/constraint.sdc
export NUM_CORES = 4
export LEC_CHECK = 1
export CORE_AREA = 10 10 109 109
export DIE_AREA = 0 0 119 119
```

## design/flow/constraint.sdc

```tcl
current_design frequency_divider_100_Hz

set clk_period 2.5
set clk_io_pct 0.2

create_clock -name clk0 -period $clk_period [get_ports {Clk_25M}]

set non_clock_inputs [all_inputs -no_clocks]
set_input_delay [expr $clk_period * $clk_io_pct] -clock clk0 $non_clock_inputs
set_output_delay [expr $clk_period * $clk_io_pct] -clock clk0 [all_outputs]
```

## design/flow/design.v

```verilog
module frequency_divider_100_Hz
#(
	parameter COUNT_25MHZ = 2500,  
	parameter COUNT_12MHZ = 1250   
)
(
	input Clk_25M, 
	output reg slow_clk
);
    reg [31:0] counter = 32'b0;
    always @(posedge Clk_25M)
    begin
        counter <= (counter>=COUNT_25MHZ) ? 0 : counter + 2'b01;
        slow_clk <= (counter < COUNT_12MHZ) ? 1'b0 : 1'b1;
    end
endmodule
```

## design/flow/run.sh

```bash
#!/bin/bash
# OpenROAD 26Q1-2900-gdf79404cd8, Yosys 0.63+post, stock flow scripts
make -C /OpenROAD-flow-scripts/flow DESIGN_CONFIG=/design/flow/config.mk WORK_HOME=/design/flow/orfs finish
```

==> results.json <==
{
  "cts.reportedPaths.clkPinSlew_ns": 0.06,
  "rsz0062_at_grt": "no",
  "critical_path.startpoint_type": "register",
  "floorplan.io_pins": 2,
  "port-buffer-count": 1,
  "grt_antenna_before_repair": 0,
  "synth_warnings": 1,
  "wl_per_cell_um": 5.50,
  "globalRoute.totalOverflow": 0,
  "post-route-min-period_ns": 1.86,
  "routed_via_density": 2.54,
  "dr.pass1.iters": 4,
  "startpoint": "counter[5]$_SDFF_PP0_",
  "numCtsBuffers": 5,
  "slew_viol_final": 0,
  "status": "finished, final reports clean",
  "critical_path_class": "register to register",
  "antenna_cells_inserted": 0,
  "design.core.area_um2": 9640,
  "grt_max_degree": 13,
  "flow.area_growth_from_synthesis_pct": 30.9,
  "fillCellCount": 1111,
  "worst_path_largest_cell_delay_ns": 0.53,
  "cts_hold_fix_bufs": 0,
  "multi_input_logic_area_um2": 405,
  "area_share_of_the_leading_cell_type_in_the_synthesized_netlist_pct": 64.7,
  "synthTopCellsByCount": "33 x sky130_fd_sc_hd__dfxtp_1, 13 x sky130_fd_sc_hd__nor2_1, 9 x sky130_fd_sc_hd__xor2_1",
  "synth-seq-area-share_pct": 64.7,
  "enable_flop_cells": 0,
  "leakage_power_total_nw": 0.486,
  "via_count_of_the_first_global_routing_pass": 548,
  "endpoint_kind": "register",
  "fmaxAchievable_mhz": 538,
  "layout_utilization_pct": 13.9,
  "synth.lib_cells_used.distinct": 20,
  "yosys-top-cells-area": "sky130_fd_sc_hd__dfxtp_1 65%, sky130_fd_sc_hd__xor2_1 7.7%, sky130_fd_sc_hd__nor2_1 4.8%",
  "ctsResizeCount": 0,
  "arrival_ns": 2.07,
  "drt-initial-drc-count": 46,
  "floorplanUtilization_pct": 10.6,
  "ys_ff": 33,
  "synth.cell_area_um2": 1020,
  "detailedPlacementHpwl_um": 903,
  "launch_instance_of_the_worst_register_to_register_path": "counter[5]$_SDFF_PP0_",
  "async_sr_flop_fraction_pct": 0,
  "max-clock-path-buffers": 2,
  "track_usage_pct": 2.04,
  "drive_above_1_share_pct": 5.98,
  "die-width_um": 119,
  "gpl.final_weighted_congestion": 0.752,
  "worstPathCellList": "or4_1, a211o_1, a211o_1, nor2_1",
  "synth-area-yosys_um2": 1020,
  "pwr_density_cell_nw_per_um2": 689,
  "sequential_cell_area_um2": 661,
  "ir_worst_vdd_uv": 302,
  "ant_nets": 0,
  "tool_warnings": 27,
  "netlist_instances": 91,
  "dominantRegCellSynth": "sky130_fd_sc_hd__dfxtp_1",
  "worst_hold_path_type": "register to register",
  "postRouteWirelength_mm": 1.38,
  "critPathMostFrequentCell": "sky130_fd_sc_hd__a211o_1",
  "postCtsSetupBuffers": 0,
  "worstHoldStart": "counter[0]$_SDFF_PP0_",
  "crit_buf_inv": 0,
  "cts_tree": "done",
  "dieHeight_um": 119,
  "critPathTopFamily": "AND-OR/OR-AND gates",
  "setup_tns_ns": 0,
  "timing_hold_violations_final": 0,
  "top_cell": "sky130_fd_sc_hd__dfxtp_1",
  "via_count_of_the_routed_design": 635,
  "crit_required_ns": 2.71,
  "finalSetupViolCount": 0,
  "min_period_over_period_pct": 74.3,
  "std_cell_rows": 36,
  "chip_area_um2": 14200,
  "standard_cell_with_the_maximum_stage_delay_on_the_critical_path": "sky130_fd_sc_hd__or4_1",
  "clkLatencyLatePin_ns": 0.28,
  "clock_tree.root_cell": "sky130_fd_sc_hd__clkbuf_8",
  "drc_errors": 0,
  "post_synthesis_cell_count_from_yosys": 91,
  "synth_area_leader_cell": "sky130_fd_sc_hd__dfxtp_1",
  "grt_pass1_wl_mm": 2.42,
  "cts.htree.levels": 2,
  "tritoncts_num_sinks": 33,
  "synthesis.area_per_instance_um2": 11.2,
  "critical_path.max_fanout": 12,
  "max_cap_viol": 0,
  "layout_skew_ns": 0.00404,
  "power_w": 0.000921
}
==> logic make-up (layout without fill, tap and decap cells) <==
family | count (synthesis) | after routing | synth area share (%)
buf+inv | 5 | 12 | 2.57
compound gates | 4 | 4 | 3.31
simple gates | 36 | 36 | 18.0
fa+ha+maj | 2 | 2 | 2.45
flops | 33 | 33 | 64.7
xor+xnor | 10 | 10 | 8.58
other cells | 1 | 20 | 0.367
==> cells in the final DEF (no fill, tap or decap), drive strengths merged <==
cell | netlist | layout
dfxtp | 33 | 33
a2111o | 1 | 1
nand3 | 6 | 6
conb | 1 | 20
nand4 | 3 | 3
clkbuf | 1 | 6
xor2 | 9 | 9
nor4 | 6 | 6
and4 | 2 | 2
nand2 | 3 | 3
and2 | 1 | 1
xnor2 | 1 | 1
clkinv | 0 | 2
and3 | 1 | 1
nor2 | 13 | 13
a211o | 2 | 2
or4 | 1 | 1
inv | 3 | 3
clkdlybuf4s50 | 0 | 1
ha | 2 | 2
o21ai | 1 | 1
==> per-layer routing <==
metal	track usage (%)	wire, um	vias to the layer above
met5	0	0	-
met4	0.534	38	0
met3	1.06	88	5
met2	2.70	494	13
met1	2.84	756	276
li1	-	-	341
==> final cells by class <==
class	instances	area share, %
multi-input combinational	72	30.3
clock buffer	6	5.43
timing repair buffer	1	0.749
sequential	33	49.4
clock inverter	2	0.749
inverter	3	0.843
tap	133	12.5
==> power breakdown <==
part | leakage, nW | internal (W) | switching (W) | total (W)
Sequential | 0.273 | 0.000543 | 0.00000399 | 0.000547
Combinational | 0.168 | 0.00000102 | 0.00000340 | 0.00000442
Clock | 0.0450 | 0.000192 | 0.000177 | 0.000369
==> state kept, by name, indices dropped and copies added (netlist names) <==
| signal | flops |
|---|---|
| counter | 32 |
| slow_clk | 1 |
==> worst reg2reg max path, cell delays in order (launching register included) <==
cell and delay, ns:
sky130_fd_sc_hd__dfxtp_1 0.34, sky130_fd_sc_hd__or4_1 0.53, sky130_fd_sc_hd__a211o_1 0.31, sky130_fd_sc_hd__a211o_1 0.46
sky130_fd_sc_hd__nor2_1 0.16
==> per-stage QoR <==
step / std cells / hold slack (ns) / setup slack [ns] / area (um2)
floorplan: 110 / 0.425 / 0.792 / 1090
global placement: 242 / 0.443 / 0.699 / 1250
detailed placement: 242 / 0.448 / 0.674 / 1250
CTS: 250 / 0.465 / 0.648 / 1340
global route: 250 / 0.489 / 0.577 / 1340
finish: 250 / 0.460 / 0.642 / 1340
==> path summary, 6_finish.rpt <==
kind	cells past startpoint	slack (ns)	end
worst max register to register	4	0.64	counter[5]$_SDFF_PP0_
worst min register to register	1	0.46	counter[0]$_SDFF_PP0_
worst max-delay path	4	0.64	counter[5]$_SDFF_PP0_
worst min-delay path	1	0.46	counter[0]$_SDFF_PP0_
Power figures rest on the tool's default switching activity, not on a simulated workload.
