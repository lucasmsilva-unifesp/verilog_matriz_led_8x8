`flow/config.mk`:
```
export PLATFORM = sky130hd
export DESIGN_NAME = frequency_divider_1_second
export DESIGN_NICKNAME = frequency_divider_1_second
export VERILOG_FILES = /design/flow/design.v
export SDC_FILE = /design/flow/constraint.sdc
export NUM_CORES = 4
export LEC_CHECK = 1
export CORE_AREA = 10 10 94 94
export DIE_AREA = 0 0 104 104
```
`flow/constraint.sdc`:
```
current_design frequency_divider_1_second

set clk_period 3.0
set clk_io_pct 0.2

create_clock -name clk0 -period $clk_period [get_ports {Clk_25M}]

set non_clock_inputs [all_inputs -no_clocks]
set_input_delay [expr $clk_period * $clk_io_pct] -clock clk0 $non_clock_inputs
set_output_delay [expr $clk_period * $clk_io_pct] -clock clk0 [all_outputs]
```
`flow/design.v`:
```
module frequency_divider_1_second
#(
	parameter COUNT_25MHZ = 6250000,
	parameter COUNT_12MHZ = 3125000 
)
(
	input Clk_25M, 
	output reg slow_clk
);
    reg [31:0] counter = 32'b0;
    always @(posedge Clk_25M)
    begin
        counter <= (counter>=COUNT_25MHZ) ? 0 : counter + 2'b01;
        slow_clk <= (counter < COUNT_12MHZ) ? 1'b0 : 1'b1;
    end
endmodule
```
`flow/run.sh`:
```
#!/bin/bash
# OpenROAD 26Q1-2900-gdf79404cd8, Yosys 0.63+post, stock flow scripts
make -C /OpenROAD-flow-scripts/flow DESIGN_CONFIG=/design/flow/config.mk WORK_HOME=/design/flow/orfs finish
```
==> summary.txt <==
Item: results of the latest flow run.

- The switching power share of the total is 0.198.
- The worst setup slack for register-to-register paths is 1.09 ns.
- Yosys reports the multiplexer fraction of the synthesized area as 0.
- The global-route wire length before repair is 4.20 mm.
- Summed over all routing layers, the global router reports a total usage of 0.0441.
- The master of the slowest instance on the critical path is sky130_fd_sc_hd__a211oi_2.
- The final layout contains routed wiring with a total length of 2.51 mm.
- For this design the ratio of total power to cell area is 491 mW/mm^2.
- The clock edge transition at the registers on the reported setup and hold paths is 0.07 ns.
- For this run, the chip area from Yosys synthesis comes to 0.00143 sq mm.
- The number of cell rows is 30.
- The ratio of final minimum period to clock period is 0.637.
- The report counts max-capacitance violations totalling 0.
- The share of the core area taken by cells at floorplan is 0.210.
- Counting endpoints that fail hold in the final report gives 0.
- The end of the worst register-to-register path is counter[4]$_SDFF_PP0_.
- All stages included, the depth of the critical timing path comes to 5.
- The critical path's top delay family is simple AND/OR/NAND/NOR gates.
- The cell-mix breakdown from Yosys lists the adder-cell area share as 0.0175.
- The cell-mix breakdown from Yosys lists the simple-gate area share as 0.264.
- The combinational share of power is 0.003.
- Setup slack on the critical path of the routed design comes to 1.09 ns.
- The post-synth tally of flip-flops with integrated enable is 0.
- The total area inside the core boundary comes to 0.00683 sq mm.
- The data arrival time of the critical path is 2.07 ns.
- The synthesis report gives the async set-or-reset register share as 0.
- STA classifies the critical path endpoint as a register.
- The critical path data required time is 3.16 ns.
- The largest combinational cell category by area is simple AND/OR/NAND/NOR gates.
- The synthesized cell area is 0.00143 sq mm.
- The worst clock skew is 0.00758 ns.
- The number of I/O pins is 2.
- The overall die size recorded for this design is 0.0108 sq mm.
- The portion of the post-synthesis area used by sequential elements is 0.461.
- The count of fill cells added during filler insertion is 750.
- Based on the critical path, the design can be clocked at up to 0.524 GHz.
- The weighted congestion at the end of routability-driven global placement is 0.791.
- The first routing iteration left 50 violations.
- The commonest register cell is sky130_fd_sc_hd__dfxtp_1.
- The power report attributes to the sequential group a share of 0.548.
- Across all hold checks on the routed design, the worst slack comes to 0.509 ns.
- The number of I/O port buffers is 1.
- The path depth of the worst reg2reg path is 5.
- The largest total area in the synthesized netlist belongs to sky130_fd_sc_hd__dfxtp_1.
- The number of global-route vias before repair is 950.
- In the setup report, the worst path falls into the class register to register.
- After routing, the total negative slack on setup checks comes to 0 ns.
- The synthesized instance count is 142.
- The most frequent cell after synthesis is sky130_fd_sc_hd__dfxtp_1.
- Once the clock tree was built, the setup fixing pass inserted 0 buffers.
- Of the total power, the clock network draws 0.449.
- The detailed-router iteration count before antenna repair is 5.
- TritonRoute reported its final design rule violation total as 0.
- The share of final-layout standard cells stronger than drive strength 1 is 0.129.
- The worst min-delay path category is register to register.
- OpenSTA lists the critical path startpoint as counter[16]$_SDFF_PP0_.
- The highest ir drop seen on vdd is 265 uV.
- The total net switching power is 0.161 mW.
- The synthesis stat section lists a flop and latch total of 33.
- The floorplan step set the die height to 104 um.
- By count the netlist is led by 33 x sky130_fd_sc_hd__dfxtp_1, 14 x sky130_fd_sc_hd__nor3_1, 9 x sky130_fd_sc_hd__xor2_1, 7 x sky130_fd_sc_hd__nand4_1.
- For reference, the top cells by area after synthesis are sky130_fd_sc_hd__dfxtp_1 46%, sky130_fd_sc_hd__xor2_1 5.5%, sky130_fd_sc_hd__nor3_1 4.9%.
- The internal power is 0.652 mW.
- For this run, the detailed router reports a per-instance via density of 4.22.
- The report lists the number of cells resized after CTS as 0.
- The worst relative slew slack is 0.664.
- The area fraction of the largest cell type after synthesis is 0.461.
- The final critical delay including setup and external delays is 1.91 ns.
- The final max-slew violation count is 0.
- STA classifies the critical path startpoint as a register.
- The residual antenna-violating net count after detailed routing is 0.
- The run finished with clean final reports.
- The via count is 1058.
- After synthesis, the netlist uses 37 different library cells.
- The timing report notes that buffer and inverter cells on the critical path total 1.
- The complex-gate fraction of the synthesized area is 0.128.
- Per the OpenROAD power report, leakage power amounts to 0.517 nW.
- For this design, the sink count on the clock tree is 33.
- The die boundary width is 104 um.
- Timing analysis after detailed placement gives a worst setup slack of 1.12 ns.
- The highest net fanout along the worst path is 18.
- The startpoint of the worst register-to-register path is counter[16]$_SDFF_PP0_.
- The xor and xnor fraction of the mapped netlist area is 0.0795.
- The warning tally printed by Yosys for this design is 1.
- Setup repair after global routing left no endpoint under its margin.
- The count of inserted antenna diode cells is 0.
- The H-tree level count is 2.
- Per STA, the highest per-stage delay on the worst path measures 0.50 ns.
- The CTS tree is done.
- The aggregate global routing overflow is 0.
- The count of endpoints failing setup in the final report is 0.
- The tool warning count for the run is 27.
- The count of instantiated cells in the yosys netlist is 142.
- Per the skew report, the later register of the worst-skew pair sees a clock latency of 0.29 ns.
- The report puts the hold buffer count at CTS at 0.
- The critical path goes through and4_1 -> nand3_1 -> a211oi_2 -> buf_4 -> nor3_1.
- The area growth from synthesis to layout is 15.8%.
- The destination of the critical timing path is counter[4]$_SDFF_PP0_.
- Averaged over all synthesized cells, the footprint is 10.1 sq um.
- The initial antenna violation count is 0.
- The cell sitting at the root of the clock tree is a sky130_fd_sc_hd__clkbuf_8.
- Summed over all nets, the half-perimeter wirelength after detailed placement is 1.62 mm.
- At the pin with the least slew margin, the transition time is 0.504 ns.
- The largest net degree at the start of global routing is 24.
- The clock tree buffer depth is 2.
- For this sky-water flow run, the detailed-routed wirelength per cell is reported as 9.98 um.
- The number of buffers created by CTS is 5.
-- worst reg2reg max path: stages, from the launching register on --
cell and delay [ns]:
sky130_fd_sc_hd__dfxtp_1 0.42, sky130_fd_sc_hd__and4_1 0.29, sky130_fd_sc_hd__nand3_1 0.16, sky130_fd_sc_hd__a211oi_2 0.50, sky130_fd_sc_hd__buf_4 0.33, sky130_fd_sc_hd__nor3_1 0.09
-- cells in the final DEF (no fill, tap or decap), types with 3 or more instances in the layout --
cell,netlist,routed
sky130_fd_sc_hd__xnor2_1,4,4
sky130_fd_sc_hd__nand2_1,6,6
sky130_fd_sc_hd__o31ai_1,6,6
sky130_fd_sc_hd__conb_1,1,9
sky130_fd_sc_hd__nand3_1,6,6
sky130_fd_sc_hd__a211oi_2,3,3
sky130_fd_sc_hd__clkbuf_8,0,7
sky130_fd_sc_hd__or4_1,6,6
sky130_fd_sc_hd__dfxtp_1,33,33
sky130_fd_sc_hd__inv_1,5,5
sky130_fd_sc_hd__and4_1,3,3
sky130_fd_sc_hd__nor3_1,14,14
sky130_fd_sc_hd__a211oi_1,6,6
sky130_fd_sc_hd__o21ai_0,3,3
sky130_fd_sc_hd__nand4_1,7,7
sky130_fd_sc_hd__xor2_1,9,9
-- flip-flops by register name (all words and copies together) (netlist names) --
register	flops
slow_clk	1
counter	32
-- worst min-delay path by stage --
stage	startpoint	end	slack [ns]	cells after the start
4_1_cts	counter[19]$_SDFF_PP0_	counter[19]$_SDFF_PP0_	0.51	2
5_1_grt	counter[19]$_SDFF_PP0_	counter[19]$_SDFF_PP0_	0.54	2
6_report	counter[19]$_SDFF_PP0_	counter[19]$_SDFF_PP0_	0.51	2
-- area by class of cell --
cell class,instances,area [sq um],area share
sequential,33,661,0.398
multi-input combinational,106,733,0.442
inverter,5,18.8,0.0113
tap,96,120,0.0724
clock inverter,1,5.00,0.00302
clock buffer,7,96.3,0.0581
timing repair buffer,3,25.0,0.0151
-- power by group through the flow --
stage | Combinational [mW] | Sequential (mW) | Clock, mW
finish | 0.00258 | 0.446 | 0.365
CTS | 0.00270 | 0.446 | 0.372
global route | 0.00340 | 0.446 | 0.391
-- per-layer routing --
metal / track usage / up-vias / routed length, um
met4: 0.0109 / 0 / 50
met2: 0.0689 / 15 / 1150
met5: 0 / - / 0
met3: 0.0113 / 6 / 105
met1: 0.0595 / 493 / 1200
li1: - / 544 / -
-- logic make-up (layout without fill, tap and decap cells) --
group | count (synthesis) | in the layout
adder cells (fa/ha/maj) | 2 | 2
AND/OR/NAND/NOR | 58 | 58
XOR/XNOR | 13 | 13
AND-OR/OR-AND | 24 | 24
buffers and inverters | 11 | 16
other | 1 | 9
flip-flops | 33 | 33
-- stage by stage --
step	power [mW]	area [sq um]	utilization	std cells
floorplan	0.458	1460	-	150
global placement	0.459	1560	0.228	243
detailed placement	0.459	1560	0.228	243
CTS	0.820	1660	0.243	251
global route	0.841	1660	0.243	251
finish	0.814	1660	0.243	251
Power figures rest on the tool's default switching activity, not on a simulated workload.
